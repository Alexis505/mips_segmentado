$ cat /design/flow/design.v
module pc_if_regfile (input clk,
		      input stall_F,
		      input [31:0] pc,
		      output reg [31:0] pc_F);
    always @(posedge clk) begin
	    if (stall_F)
		    pc_F <= pc_F;
	    else
		    pc_F <= pc;
    end
endmodule
$ cat /design/flow/run.sh
#!/bin/bash
# OpenROAD 26Q1-2900-gdf79404cd8, Yosys 0.63+post, stock flow scripts
make -C /OpenROAD-flow-scripts/flow DESIGN_CONFIG=/design/flow/config.mk WORK_HOME=/design/flow/orfs finish
$ cat /design/flow/config.mk
export PLATFORM = sky130hd
export DESIGN_NAME = pc_if_regfile
export DESIGN_NICKNAME = pc_if_regfile
export VERILOG_FILES = /design/flow/design.v
export SDC_FILE = /design/flow/constraint.sdc
export NUM_CORES = 4
export LEC_CHECK = 1
export CORE_UTILIZATION = 30
$ cat /design/flow/constraint.sdc
current_design pc_if_regfile

set clk_period 1.0
set clk_io_pct 0.2

create_clock -name clk0 -period $clk_period [get_ports {clk}]

set non_clock_inputs [all_inputs -no_clocks]
set_input_delay [expr $clk_period * $clk_io_pct] -clock clk0 $non_clock_inputs
set_output_delay [expr $clk_period * $clk_io_pct] -clock clk0 [all_outputs]
==> impl_metrics.ini <==
; flow metrics
[timing]
maxSlewHeadroom = 0.8873
fin_crit_sh = 1.010
finalCriticalPeriod_ns = 1.010
setup_ws_ns = -0.01025
rsz0062_at_grt = yes
slew_viol_final = 0
worst_slew_pin_slew_ns = 0.1691
fmax_mhz = 989.9
hold_viol_final = 0
setup_viol = 1

[clocking]
cts_hold_buf = 0
htree_levels = 2
path_clk_slew_ns = 0.08
cts_root_buffer = clkbuf_4
cts_buffer_depth = 2
cts.sinks = 32
cts_tree = done
postCtsSetupBuffers = 0
numCtsBuffers = 5

[setup_path]
crit_family = flip-flops
slowest_stage = edfxtp_1
crit_path_end = pc_F[2]
startpoint_type = flop
crit_arrival_ns = 0.81
crit_path_cell_trace = buf_2
critPathCaptureType = output port
critPathMaxFanout = 1
path_buffers = 1
cpPeakStageDelay_ns = 0.38
crit_start = pc_F[2]
cp.depth = 1
worstPathRequired_ns = 0.80
critical_path_class = flop to output port

[die]
std_cell_rows = 20
dieHeight_um = 58.71
initCoreUtil = 0.3160
die_w_um = 58.71
num_io_pins = 66
dieArea_um2 = 3446
fp.coreArea_um2 = 3053

[power_and_ir_drop]
finalPower_mw = 2.432
ir_worst_vdd_mv = 0.7335
p_sw_frac = 0.1753
p_comb_frac = 0.097
clkPwrFrac = 0.241
p_int_mw = 2.005
power_per_cell_area_nw_per_um2 = 1547
switchingPower_uw = 426.3
p_leak_nw = 0.6007
p_seq_frac = 0.662

[finish]
top_register = pc_F
reg_top3 = pc_F x32
area_growth_pct = 62.91
num-multi-input-gates = 0
logic_area_um2 = 0
fillers = 295
fin_util = 0.5148
largest_reg_flops = 32
mostFrequentLayoutCell = clkdlybuf4s50_1
most-common-layout-cells = 33 x clkdlybuf4s50_1, 32 x buf_2, 32 x edfxtp_1
drive_gt1_frac = 0.3750
fin_area_um2 = 1572

[drt]
firstDrtPassIters = 2
wl_per_cell_um = 11.45
routed_wl_mm = 1.695
via_per_inst = 3.912
drt-initial-drc-count = 14
vias = 579
antennaDiodeCount = 0
ant_nets = 0
drc = 0

[status]
status = finished, violations left
violations = negative setup slack

[global_routing]
grt_overflow = 0
grtUsageTotal = 0.1120
grt_pass1_wl_mm = 2.525
grt_max_degree = 33
antenna_found_initial = 0
grt_pass1_vias = 554

[synth]
synth-warning-count = 1
synth.distinct_cells = 2
yosysTopAreaCell = edfxtp_1
synthTopLogicFamily = buffers and inverters
numSynthFlops = 32
fa_ha_area_frac = 0
ys_cells = 33
simple_gate_share = 0
ys_seq_frac = 0.9961
area_leaders = edfxtp_1 100%, inv_1 0.39%
syn_area_um2 = 964.7
synth_chip_area_um2 = 964.7
ys_sh_mux = 0
synthCells = 33
top_cell_area_share = 0.9961
syn_area_per_cell_um2 = 29.23
aoi_share = 0
xor_share = 0

[hold_path]
hold_depth = 1
hold_start = pc[21]
hp-class = input pin to flop

[place]
placed_cell_area_um2 = 1694
port_buffers = 65
gp_congestion = 0.6809

[run]
warnings = 27
max-cap-violations = 0
through the flow:
stage | hold slack, ns | setup TNS, ns | setup WS (ns) | instances
6_report | 0.4370 | -0.01025 | -0.01025 | 148
5_1_grt | 0.3965 | -1.667 | -0.08951 | 148
4_1_cts | 0.4173 | -0.3858 | -0.03625 | 148
3_5_place_dp | 0.7578 | -8.067 | -0.2527 | 143
3_3_place_gp | 0.7565 | -7.731 | -0.2424 | 143
2_1_floorplan | 0.2989 | 0 | 0.007684 | 33
synth_stat cells:
master and count:
inv_1 1, edfxtp_1 32
logic make-up (layout without fill, tap and decap cells):
| group | count (synthesis) | count (layout) |
|---|---|---|
| flops | 32 | 32 |
| buf+inv | 1 | 72 |
routing by layer:
metal | vias up | global-route usage | share of wire
li1 | 276 | - | -
met1 | 259 | 0.1396 | 0.36
met2 | 41 | 0.1773 | 0.49
met3 | 3 | 0.07350 | 0.14
met4 | 0 | 0.01361 | 0.012
met5 | - | 0 | 0
worst min-delay path by stage:
| stage | endpoint | slack, ns |
|---|---|---|
| finish | pc_F[21] | 0.44 |
| global route | pc_F[4] | 0.40 |
| CTS | pc_F[21] | 0.42 |
power by group through the flow:
| stage | clock (mW) | combinational, mW | sequential, mW |
|---|---|---|---|
| final | 0.585 | 0.236 | 1.61 |
| after global routing | 0.697 | 0.259 | 1.62 |
| after CTS | 0.618 | 0.243 | 1.61 |
cell type report:
cell class / instances / area, um2 / area share
clock buffers: 5 / 37.54 / 0.02389
inverters: 1 / 7.507 / 0.004777
flip-flops and latches: 32 / 960.9 / 0.6115
well taps: 44 / 55.05 / 0.03503
repair buffers: 66 / 510.5 / 0.3248
timing repair:
item / 4_1_cts / 5_1_grt
gates resized: 96 / 0
setup endpoints to repair: 32 / 32
hold endpoints to repair: 0 / 0
gates cloned: 0 / 0
Power and IR drop assume default switching activity.
